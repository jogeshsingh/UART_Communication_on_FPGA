--- ./design.v ---
`timescale 1ns / 1ps
module Top_UART_Rx(
 input i_clk ,  
 input i_Rx_serial ,  
 output o_RX_DV ,  
 output [8-1:0] o_RX,  
input i_TX_valid , 
input [8-1:0] data_TX ,   
output  o_TX_Serial ,             
output o_TX_active   ,             
output o_TX                        
 );
 UART_TX Transmitter(
.i_clk(i_clk) , 
.i_TX_valid(i_TX_valid) , 
.i_TX_DATA(data_TX) ,   
.o_TX_Serial(o_TX_Serial) ,             
.o_TX_active(o_TX_active)   ,             
.o_TX(o_TX)                        
  );
parameter IDLE         = 3'b000;
parameter RX_START_BIT = 3'b001;
parameter RX_DATA_BITS = 3'b010;
parameter RX_STOP_BIT  = 3'b011;
parameter CLEAN_BITS   = 3'b100;
reg[10-1:0] clk_count = 0 ;  
reg[3-1:0] rx_cnt = 0;  
reg[8-1:0] rx_BYTE = 0  ;  
reg [3-1:0] p_STATE = 0;  
reg o_RX_byte = 0;  
always @(posedge i_clk)
begin
 case (p_STATE)
 IDLE : 
      begin
       rx_cnt <= 0;
        o_RX_byte <= 0;
       clk_count <= 0;
    if (i_Rx_serial==1'b0) 
             p_STATE <= RX_START_BIT ;  
          else
             p_STATE <= IDLE ;
 end
 RX_START_BIT :
   begin
 if (clk_count == (868-1)/2)
 begin
 if (i_Rx_serial == 1'b0)
    begin
         p_STATE <= RX_DATA_BITS ; 
         clk_count <= 0;
     end
       else
       p_STATE <= IDLE ;
 end
        else
 begin
         clk_count <= clk_count + 1;
         p_STATE <= RX_START_BIT;
   end
 end 
RX_DATA_BITS :
 begin
 if (clk_count < 868-1)
 begin
     clk_count <= clk_count + 1;
     p_STATE <= RX_DATA_BITS;
 end
      else
         begin
         clk_count <= 0;
         rx_BYTE [rx_cnt] <= i_Rx_serial ;  
    if (rx_cnt<7)
         begin
           rx_cnt <= rx_cnt + 1 ;
            p_STATE <= RX_DATA_BITS ;
       end
            else
         begin
            rx_cnt <= 0;
            p_STATE <= RX_STOP_BIT;
     end
     end
 end
RX_STOP_BIT :
       begin
          if (clk_count < 868-1)
        begin
           clk_count <= clk_count + 1;
           p_STATE <= RX_STOP_BIT ;
   end
       else
         begin
        o_RX_byte <= 1'b1 ;
        clk_count <= 0;
        p_STATE <= CLEAN_BITS ; 
   end
 end
   CLEAN_BITS : begin
                  p_STATE <= IDLE ;
                  o_RX_byte <= 1'b0;
      end
        default: p_STATE <= IDLE ;
 endcase
end
assign o_RX = rx_BYTE ;
assign o_RX_DV = o_RX_byte ;
endmodule
`timescale 1ns / 1ps
module UART_TX(
input i_clk , 
input i_TX_valid , 
input [8-1:0] i_TX_DATA ,   
output reg o_TX_Serial ,             
output o_TX_active   ,             
output o_TX                        
  );
parameter IDLE           =    3'b000;
parameter TX_START_BIT   =    3'b001;
parameter TX_DATA_BITS   =    3'b010;
parameter TX_STOP_BIT    =    3'b011;
parameter CLEAN_BITS_TX  =    3'b100;
reg[10-1:0] clk_count_TX = 0 ;  
reg[3-1:0] tx_cnt = 0;  
reg[8-1:0] tx_BYTE = 0  ;  
reg [2:0] p_STATE = 0;  
reg o_TX_byte = 0;  
reg TX_Active = 0;   
assign o_TX = o_TX_byte ;      
assign o_TX_active = TX_Active ;
always @(posedge i_clk)
    begin
       case (p_STATE)  
IDLE :     
                 begin            
                           tx_cnt <= 0;         
                           clk_count_TX <= 0;
                           o_TX_Serial <=1;    
                           o_TX_byte <= 0;     
         if (i_TX_valid  == 1'b1)
                   begin 
                           p_STATE <= TX_START_BIT ;      
                           TX_Active <= 1'b1 ;    
                           o_TX_Serial <= 0;      
                           tx_BYTE  <= i_TX_DATA ;     
                   end
        else
                            p_STATE <= IDLE ;   
          end    
TX_START_BIT :
           begin
                   o_TX_Serial <= 1'b0;
                  if ( clk_count_TX < 868-1)
                           begin
                              clk_count_TX <= clk_count_TX + 1'b1 ;
                              p_STATE <= TX_START_BIT ;
                            end  
                     else
                            begin
                              p_STATE <= TX_DATA_BITS ;
                              clk_count_TX <= 0;
                            end
               end
TX_DATA_BITS : begin
                 o_TX_Serial <= tx_BYTE[tx_cnt];   
                    if (clk_count_TX < 868-1)
                           begin
                           clk_count_TX <= clk_count_TX + 1'b1 ;
                           p_STATE <= TX_DATA_BITS ;
                          end
                    else
                           begin                                      
                          clk_count_TX <= 0;
                   if (tx_cnt <7)
                            begin
                                      tx_cnt <= tx_cnt + 1'b1 ;
                                      p_STATE <= TX_DATA_BITS ;
                            end
                            else
                               begin
                                      tx_cnt <= 0;
                                      p_STATE <= TX_STOP_BIT ;
                               end         
                    end  
               end 
 TX_STOP_BIT :    begin
                      o_TX_Serial <= 1'b1;    
                        if (clk_count_TX < 868-1)
                              begin
                                      clk_count_TX <= clk_count_TX + 1'b1 ;
                                      p_STATE <= TX_STOP_BIT ;
                               end
                            else
                                begin
                                        clk_count_TX <= 0;   
                                        o_TX_byte <= 1'b1;          
                                        TX_Active <= 1'b0 ;        
                                        p_STATE <= CLEAN_BITS_TX ;
                              end
                          end    
CLEAN_BITS_TX     :    begin
                          o_TX_byte <= 1'b1;
                          p_STATE <= IDLE ;
                       end 
 default     :     begin
                          p_STATE <= IDLE ;
                    end
          endcase  
   end  
endmodule
--- ./run.sh ---
#!/bin/bash
# OpenROAD 26Q1-2900-gdf79404cd8, Yosys 0.63+post, stock flow scripts
make -C /OpenROAD-flow-scripts/flow DESIGN_CONFIG=/design/flow/config.mk WORK_HOME=/design/flow/orfs finish
--- ./config.mk ---
export PLATFORM = sky130hd
export DESIGN_NAME = Top_UART_Rx
export DESIGN_NICKNAME = Top_UART_Rx
export VERILOG_FILES = /design/flow/design.v
export SDC_FILE = /design/flow/constraint.sdc
export NUM_CORES = 4
export LEC_CHECK = 1
export CORE_UTILIZATION = 40
--- ./constraint.sdc ---
current_design Top_UART_Rx

set clk_period 3.9
set clk_io_pct 0.2

create_clock -name clk0 -period $clk_period [get_ports {i_clk}]

set non_clock_inputs [all_inputs -no_clocks]
set_input_delay [expr $clk_period * $clk_io_pct] -clock clk0 $non_clock_inputs
set_output_delay [expr $clk_period * $clk_io_pct] -clock clk0 [all_outputs]
==> impl_metrics.ini <==
; physical design summary
[clock_network]
cts_root_buf = clkbuf_8
clk_latency_ns = 0.31
h-tree-depth = 2
cts.path.max_buffers = 2
clkSinkCount = 52
cts_resized = 0
postCtsSetupBuffers = 0
ctsHoldBuffers = 0
cts_tree = yes
cts_buffers = 5
clk_pin_slew_ns = 0.10

[placement]
port_buffers = 22
place_ws_ns = 1.45
globalplace.congestion = 0.797
placed_cell_area_sq_um = 2940
place_hpwl_microns = 3070
place_inst = 327

[worst_setup_path]
worstPathArrival_ns = 2.20
reg2regPathDepth = 5
crit_family = simple AND/OR/NAND/NOR gates
path_class = flop to flop
crit_path_max_incr_delay_ns = 0.51
critical_path.cell_chain = ha_1 -> or4_4 -> o2111ai_4 -> nor3_1 -> buf_4
r2r-start = clk_count[0]
worstPathRequired_ns = 3.96
cp_num_buf_inv = 1
cpMaxStageDelayCell = or4_4
r2r-end = rx_BYTE[5]
ff2ff_setup_slack_ns = 1.76
critPathMaxFanout = 8
end_kind = flop
cp-start-kind = flop

[sta]
grt_setup_unrepaired = no
clock.fmax_mhz = 468
tightest_slew_ns = 0.736
slew_headroom_pct = 50.8
clock_skew_ns = 0.0108
fin_hold_ws_ns = 0.535
drv_slew = 0
min_period_ns = 2.14
finalClockPeriodUsage_pct = 54.8
hold_viol = 0
setup-tns-final_ns = 0
fin_ws_ns = 1.76
finalSetupViolations = 0

[grt]
overflow = 0
first_global_vias = 1642
antenna_found_initial = 0
grt_max_degree = 18
grtUsageTotal_pct = 13.8
grt_pass1_wl_microns = 7450

[route]
via_count = 1718
drtIter0Drc = 73
wire_per_inst_microns = 12.6
dr.pass1.iters = 4
diodes = 0
drc = 0
antenna_left = 0
totalWireLength_microns = 4240
via_per_inst = 5.13

[logic_synthesis]
netlist_area_sq_um = 2630
ys.flop_type = edfxtp_1
yosysSeqAreaShare_pct = 57.0
syn_inst = 232
yosysUniqueCellTypes = 43
yosys_area_sq_um = 2630
yosys-stat-cells = 232
yosys_warnings = 2
edf_count = 46
synth_flops = 52
synth_area_per_cell_sq_um = 11.3
synthArstFlopShare_pct = 0

[job]
tool_warnings = 29
maxCapViolCount = 0

[worst_hold_path]
min_from = p_STATE[2]
hold-path-endpoint = p_STATE[1]
min_path_cells = 1
hold_class = flop to flop

[layout]
post-route-util_pct = 48.1
area_growth_pct = 16.0
mostFrequentLayoutCell = edfxtp_1
drive_gt1_share_pct = 8.53
fin_area_sq_um = 3050
final_layout_top_logic_cells = edfxtp_1 (46), nor2_1 (30), clkdlybuf4s50_1 (22), nand2_1 (18), nand3_1 (16)
stdcell_count = 335

[floorplan]
die_y_microns = 83.1
rows = 29
ioPinCount = 23
core_sq_um = 6350
fp_util_pct = 41.5
dieArea_sq_um = 6910
dieWidth_microns = 83.1

[power_and_ir_drop]
vdd_ir_drop_max_mv = 0.239
power_leakage_nw = 1.08
power_density_nw_per_um2 = 388
power.total_mw = 1.19

[status]
outcome = complete, no violations
[registers in the layout, summed over array words and instances, names as in the netlist]
register / cells
Transmitter.o_TX_byte: 1
o_RX_byte: 1
clk_count: 10
Transmitter.clk_count_TX: 10
Transmitter.tx_BYTE: 8
Transmitter.TX_Active: 1
rx_cnt: 3
Transmitter.tx_cnt: 3
Transmitter.p_STATE: 3
rx_BYTE: 8
p_STATE: 3
Transmitter.o_TX_Serial: 1
[cell usage after synthesis (3+ instances only)]
| library cell | count | area, sq um |
|---|---|---|
| nor2_1 | 30 | 113 |
| nand2b_1 | 5 | 31.3 |
| edfxtp_1 | 46 | 1380 |
| dfxtp_1 | 6 | 120 |
| and3_1 | 5 | 31.3 |
| xor2_1 | 9 | 78.8 |
| clkbuf_1 | 4 | 15.0 |
| a211oi_1 | 3 | 22.5 |
| nand2_1 | 18 | 67.6 |
| ha_1 | 8 | 100 |
| o21ai_0 | 13 | 65.1 |
| nand3_1 | 16 | 80.1 |
| nor3_1 | 8 | 40.0 |
| nor4_1 | 4 | 25.0 |
| inv_1 | 11 | 41.3 |
| xnor2_1 | 10 | 87.6 |
| nand4_1 | 4 | 25.0 |
[how the worst max path moves through the flow]
stage / start / to / slack (ns) / cells after the start
4_1_cts: Transmitter.clk_count_TX[0] / Transmitter.tx_cnt[0] / 1.75 / 5
5_1_grt: Transmitter.clk_count_TX[0] / Transmitter.tx_cnt[0] / 1.57 / 5
6_report: clk_count[0] / rx_BYTE[5] / 1.76 / 5
[logic make-up (layout without fill, tap and decap cells)]
group | count (synthesis) | count (layout) | synth area share [%]
AOI/OAI and AO/OA | 28 | 28 | 8.36
and+or+nand+nor | 104 | 104 | 19.9
DFF | 52 | 52 | 57.0
buffers and inverters | 17 | 43 | 2.52
adders and majority gates | 8 | 8 | 3.80
muxes | 4 | 4 | 2.04
xor gates and xnor gates | 19 | 19 | 6.32
[final cells by class]
cell class	instances	area, sq um
multi-input cells	163	1060
clock buffers	5	68.8
inverters	11	41.3
clock inverters	3	46.3
flip-flops and latches	52	1500
well taps	77	96.3
fillers	555	3300
repair buffers	24	235
[layer usage]
layer | share of wire (%) | GRT usage, % | wire (microns) | vias up
li1 | - | - | - | 897
met5 | 0 | 0 | 0 | -
met4 | 1.2 | 1.25 | 50 | 0
met2 | 46 | 20.2 | 1930 | 22
met3 | 3.7 | 3.53 | 158 | 5
met1 | 50 | 23.4 | 2100 | 794
[worst reg2reg max path: stages, from the launching register on]
cell and delay, ns:
edfxtp_1 0.49, ha_1 0.31, or4_4 0.51, o2111ai_4 0.32, nor3_1 0.09, buf_4 0.18
[where the power goes]
group / total, mW / leakage [nW] / switching [mW] / internal, mW
Clock: 0.376 / 0.0548 / 0.183 / 0.193
Sequential: 0.680 / 0.498 / 0.0426 / 0.637
Combinational: 0.130 / 0.527 / 0.0654 / 0.0647
Total: 1.19 / 1.08 / 0.291 / 0.895
Power is estimated from default activity; no workload was simulated.
